==> ./design.v <==
module parking_slot_monitoring #(parameter N = 20)(
    input [7:0] occupancy,   
    output reg [N-1:0] led_slot   
);
    always @ (occupancy) begin
        led_slot = 0;
        if (occupancy > 0) begin
            led_slot[0] = 1;  
        end
        if (occupancy > 1) begin
            led_slot[1] = 1;  
        end
        if (occupancy > 2) begin
            led_slot[2] = 1;  
        end
        if (occupancy > 3) begin
            led_slot[3] = 1;  
        end
        if (occupancy > 4) begin
            led_slot[4] = 1;  
        end
        if (occupancy > 5) begin
            led_slot[5] = 1;  
        end
        if (occupancy > 6) begin
            led_slot[6] = 1;  
        end
        if (occupancy > 7) begin
            led_slot[7] = 1;  
        end
        if (occupancy > 8) begin
            led_slot[8] = 1;  
        end
        if (occupancy > 9) begin
            led_slot[9] = 1;  
        end
        if (occupancy > 10) begin
            led_slot[10] = 1;  
        end
        if (occupancy > 11) begin
            led_slot[11] = 1;  
        end
        if (occupancy > 12) begin
            led_slot[12] = 1;  
        end
        if (occupancy > 13) begin
            led_slot[13] = 1;  
        end
        if (occupancy > 14) begin
            led_slot[14] = 1;  
        end
        if (occupancy > 15) begin
            led_slot[15] = 1;  
        end
        if (occupancy > 16) begin
            led_slot[16] = 1;  
        end
        if (occupancy > 17) begin
            led_slot[17] = 1;  
        end
        if (occupancy > 18) begin
            led_slot[18] = 1;  
        end
        if (occupancy > 19) begin
            led_slot[19] = 1;  
        end
    end
endmodule
==> ./run.sh <==
#!/bin/bash
# OpenROAD 26Q1-2900-gdf79404cd8, Yosys 0.63+post, stock flow scripts
make -C /OpenROAD-flow-scripts/flow DESIGN_CONFIG=/design/flow/config.mk WORK_HOME=/design/flow/orfs finish
==> ./config.mk <==
export PLATFORM = sky130hd
export DESIGN_NAME = parking_slot_monitoring
export DESIGN_NICKNAME = parking_slot_monitoring
export VERILOG_FILES = /design/flow/design.v
export SDC_FILE = /design/flow/constraint.sdc
export NUM_CORES = 4
export LEC_CHECK = 1
export CORE_AREA = 10 10 70 70
export DIE_AREA = 0 0 80 80
==> ./constraint.sdc <==
current_design parking_slot_monitoring

set clk_period 4.7
set clk_io_pct 0.2

create_clock -name clk0 -period $clk_period

set non_clock_inputs [all_inputs -no_clocks]
set_input_delay [expr $clk_period * $clk_io_pct] -clock clk0 $non_clock_inputs
set_output_delay [expr $clk_period * $clk_io_pct] -clock clk0 [all_outputs]
==> impl_metrics.py <==
# Flow results
metrics = {
    "floorplanning": {
        "die_width_um": 80,
        "num_rows": 21,
        "die_h_um": 80,
        "fp-utilization": 0.0659,
        "core_area_um2": 3420,
        "die_area_um2": 6400,
        "io_pins": 28,
    },
    "routing": {
        "post_drt_wl_per_cell_um": 10.8,
        "antenna_left": 0,
        "vias": 369,
        "drc": 0,
        "drt_first_iter_violations": 23,
        "post_drt_via_cell_ratio": 3.29,
        "wl_mm": 1.21,
        "firstDrtPassIters": 3,
        "num_antenna_cells": 0,
    },
    "timing": {
        "worstMarginPinSlew_ns": 0.678,
        "finalCritPeriodShare": 0.775,
        "slew_headroom": 0.545,
        "setup_viol": 0,
        "hold_viol_final": 0,
        "fin_crit_ns": 3.64,
        "whs_ns": 2.97,
        "rsz0062_at_grt": "no",
        "fmax_mhz": 275,
        "drv_slew": 0,
        "tns_ns": 0,
    },
    "cts": {
        "ctsHoldBuffers": 0,
        "ctsResizeCount": 0,
        "post-cts-setup-buffers": 0,
    },
    "power_and_ir_drop": {
        "p_per_area_nw_per_um2": 49.2,
        "ir_drop_v": 0.00000551,
        "p_leak_nw": 0.161,
    },
    "logic_synthesis": {
        "ys_sh_aoi": 0.278,
        "synthAdderAreaFrac": 0,
        "xor_share": 0,
        "synth_stat.cells": 43,
        "synth_area_um2": 225,
        "largest_area_cell": "o21ai_0",
        "synth.area.top_cells": "o21ai_0 (22%), nand3_1 (16%), nand2_1 (13%)",
        "yosys_warnings": 1,
        "synth.area.mux_share": 0,
        "synth.top_cell.area_share": 0.222,
        "ys_types": 14,
        "postSynthAreaPerCell_um2": 5.24,
        "yosys_area_um2": 225,
        "ys_seq_frac": 0,
        "synth-simple-area-share": 0.544,
        "synthTopLogicFamily": "simple AND/OR/NAND/NOR gates",
        "synthCells": 43,
    },
    "setup_path": {
        "end_kind": "output port",
        "required_ns": 3.76,
        "arrival_ns": 2.70,
        "start_kind": "input pin",
        "critPathMaxFanout": 16,
        "criticalPathCategory": "in -> out",
    },
    "place": {
        "port-buffer-count": 28,
        "postPlaceCellArea_um2": 534,
        "hpwl_mm": 1.01,
        "gp_congestion": 0.682,
        "place_inst": 112,
    },
    "finish": {
        "drive_above_1_share": 0.0152,
        "post-route-util": 0.156,
        "stdcell_count": 112,
        "fill_cells": 400,
        "syn2layout_area_growth_pct": 137,
        "flop_area_um2": 0,
        "fin_area_um2": 534,
        "clkbuf_count": 0,
        "flops": 0,
    },
    "outcome": {
        "run_status": "completed",
    },
    "global_route": {
        "grt.total_usage": 0.0346,
        "antenna_found_initial": 0,
        "grt_pass1_vias": 350,
        "grt_pass1_wl_mm": 1.81,
        "grt_max_degree": 17,
        "grt-ovfl-total": 0,
    },
    "run": {
        "cap_violations": 0,
        "log.warning_count": 32,
    },
    "hold_path": {
        "hp-class": "in -> out",
    },
}
final timing paths:
kind                  slack, ns         start           end  depth (start not counted)
worst max-delay path       1.06  occupancy[5]  led_slot[12]                          4
worst min-delay path       2.97  occupancy[4]  led_slot[19]                          4
logic make-up after synthesis:
logic type      count (synthesis)
simple gates                   23
compound gates                 12
buf+inv                         8
final cells by class:
type | count | area, µm² | share of cell area
multi-input cells | 35 | 185 | 0.347
well taps | 46 | 57.6 | 0.108
repair buffers | 28 | 280 | 0.525
inverters | 3 | 11.3 | 0.0211
layout by cell type (no fill, tap or decap):
cell	synthesis	final
nand2_1	8	8
a21oi_1	1	1
nor2_1	2	2
o21ai_0	10	10
nand3b_1	1	1
inv_1	3	3
nor4_4	1	1
nor3_1	3	3
clkdlybuf4s50_1	0	28
a211oi_1	1	1
nand3_1	7	7
nor4_1	1	1
critical path, cell delays in order:
cell and delay (ns):
clkdlybuf4s50_1 0.46, nor4_4 0.66, o21ai_0 0.19, clkdlybuf4s50_1 0.45
per-stage QoR:
step	worst slack, ns	total power [mW]
global route	0.880	0.0291
CTS	1.04	0.0266
floorplan	2.23	0.0105
detailed placement	1.04	0.0264
global placement	1.08	0.0260
finish	1.06	0.0263
synth_stat cells (all sizes together):
cell	count
a211oi	1
a21oi	1
buf	3
clkbuf	2
inv	3
nand2	8
nand3	7
nand3b	1
nor2	2
nor3	3
nor4	2
o21ai	10
per-layer routing:
metal	vias to the layer above	GRT usage	share of wire
met5	-	0	0
met4	0	0	0
met3	0	0.0125	0.12
met2	13	0.0658	0.52
met1	160	0.0376	0.36
li1	196	-	-
where the power goes:
group / total (mW) / internal [mW] / switching, mW
registers: 0 / 0 / 0
clock network: 0 / 0 / 0
logic: 0.0263 / 0.0142 / 0.0121
Power and IR drop assume default switching activity.

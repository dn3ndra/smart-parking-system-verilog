<file path="flow/run.sh">
#!/bin/bash
# OpenROAD 26Q1-2900-gdf79404cd8, Yosys 0.63+post, stock flow scripts
make -C /OpenROAD-flow-scripts/flow DESIGN_CONFIG=/design/flow/config.mk WORK_HOME=/design/flow/orfs finish
</file>
<file path="flow/config.mk">
export PLATFORM = sky130hd
export DESIGN_NAME = counterpark
export DESIGN_NICKNAME = counterpark
export VERILOG_FILES = /design/flow/design.v
export SDC_FILE = /design/flow/constraint.sdc
export NUM_CORES = 4
export LEC_CHECK = 1
export CORE_AREA = 10 10 92 92
export DIE_AREA = 0 0 102 102
</file>
<file path="flow/constraint.sdc">
current_design counterpark

set clk_period 4.0
set clk_io_pct 0.2

create_clock -name clk0 -period $clk_period [get_ports {clk}]

set non_clock_inputs [all_inputs -no_clocks]
set_input_delay [expr $clk_period * $clk_io_pct] -clock clk0 $non_clock_inputs
set_output_delay [expr $clk_period * $clk_io_pct] -clock clk0 [all_outputs]
</file>
<file path="flow/design.v">
`timescale 1ns / 1ps
module counterpark (
    input wire clk, 
    input wire reset,
    input wire a, 
    input wire b, 
    output reg [7:0] occupancy  
);
    reg [19:0] q_reg;        
    wire m_tick;             
    reg db_a, db_b;          
    reg db_a_d, db_b_d;      
    assign m_tick = (q_reg == 20'd9_999_999);
    always @(posedge clk or posedge reset) begin
        if (reset)
            q_reg <= 0;
        else if (m_tick)
            q_reg <= 0;
        else
            q_reg <= q_reg + 1;
    end
    always @(posedge clk or posedge reset) begin
        if (reset) begin
            db_a <= 0;
            db_b <= 0;
            db_a_d <= 0;
            db_b_d <= 0;
        end else begin
            db_a <= a;   
            db_b <= b;   
            db_a_d <= db_a;  
            db_b_d <= db_b;  
        end
    end
    reg [7:0] count;  
    always @(posedge clk or posedge reset) begin
        if (reset) begin
            count <= 8'd0;        
            occupancy <= 8'd0;    
        end else begin
            if (db_a && ~db_a_d && count < 8'd255)   
                count <= count + 1;
            else if (~db_a && db_a_d && count > 8'd0)  
                count <= count - 1;
            else if (~db_a && ~db_a_d)  
                count <= count;
            if (db_b && ~db_b_d && count < 8'd255)   
                count <= count + 1;
            else if (~db_b && db_b_d && count > 8'd0)  
                count <= count - 1;
            else if (~db_b && ~db_b_d)  
                count <= count;
            occupancy <= count;   
        end
    end
endmodule
</file>
==> results_slide.txt <==
Physical Implementation Snapshot

Status
  – Status: complete, no violations

Die
  – Fp_density: 0.148
  – Die W: 102 um
  – Core box area: 0.00646 mm^2
  – Row count: 29
  – Die area: 0.0104 mm^2
  – DIE HEIGHT: 102 um
  – Ports: 12

Clock tree
  – Hold buffers post-CTS: 0
  – Clock Sinks: 20
  – Num CTS Buffers: 3
  – H-tree levels: 1
  – CTS tree: built
  – Post-cts resize count: 0
  – Post-CTS Setup Bufs: 0
  – CTS root buf: clkbuf_8
  – Clk latency late pin: 0.25 ns
  – Clk buf depth: 2
  – Clk slew on worst S/H paths: 0.07 ns

Yosys
  – Post-synth regs: 20
  – Mapped Cells: 82
  – Mapped Avg Cell Area: 11.7 um^2
  – Yosys chip area: 958 um^2
  – Sequential share of the synthesized area: 0.522
  – YS warnings: 2
  – Cell Area, Synth: 958 um^2
  – # Cells Yosys: 82
  – Post-synthesis cell type count: 29

Timing
  – Slew Viols, Final: 0
  – Fin crit period: 2.24 ns
  – Setup violators final: 0
  – Setup_tns: 0 ns
  – Max Freq: 0.447 GHz
  – Slew HR: 0.482
  – Worst Skew: 0.00492 ns
  – Worst Tran Pin Value: 0.775 ns
  – RSZ-0062 raised after global routing: false
  – Final worst path period share: 0.560
  – Hold Fails Final Rpt: 0
  – Setup ws final: 1.76 ns

Drt
  – First DRT Iteration DRCs: 71
  – DRT Pass-1 Iters: 4
  – Final wirelength: 1.80 mm
  – Routed len/inst: 10.6 um
  – Detail Route Antenna Nets: 0
  – Via-to-Cell Ratio: 3.75
  – # DRC: 0
  – Antenna diode instance count: 0
  – Routed via count: 633

GRT
  – Grt ovf: 0
  – Antenna violations before repair: 0
  – Vias in the first global route: 605
  – Largest net degree at the start of global routing: 21
  – GRT Total Usage: 0.0367
  – First-pass GRT wire length: 3.11 mm

Pwr
  – VDD IR-drop max: 0.181 mV
  – Pwr Density: 635 mW/mm^2
  – P_leak: 0.459 nW

Setup path
  – Worst Path Arrival: 2.42 ns
  – Worst Setup End Kind: flip-flop
  – Crit Path Class: flip-flop to flip-flop
  – Critical path fanouts, max: 14
  – Crit path DRT: 4.18 ns
  – Startpoint types: flip-flop

Run
  – Log Warnings: 27
  – MaxCap Viol Count: 0

Place
  – Port Buf Inserts: 11
  – Post-placement setup slack: 1.82 ns
  – Post-DP HPWL: 1.27 mm
  – Final GP Congestion: 0.864

Final layout
  – Area Growth Syn to Fin: 22.5%
  – Layout cells sized above 1: 0.0978
  – Most instantiated logic cells after routing: 20 x dfrtp_1, 11 x clkdlybuf4s50_1, 7 x xor2_1
  – Fillers: 709
  – Top cell excl fill/tap: dfrtp_1
  – Logic area: 414 um^2
  – Sequential cell area: 500 um^2

Hold path
  – Worst min path class: flip-flop to flip-flop
-- metrics by stage --
step | area (um^2) | utilization | cells | power [mW] | hold WS, ns
after floorplan | 958 | - | 82 | 0.505 | 0.349
after global placement | 1130 | 0.175 | 166 | 0.624 | 0.401
after detailed placement | 1130 | 0.175 | 166 | 0.624 | 0.410
after CTS | 1170 | 0.182 | 169 | 0.757 | 0.432
after global routing | 1170 | 0.182 | 169 | 0.811 | 0.453
final | 1170 | 0.182 | 169 | 0.745 | 0.424
-- Yosys cell counts --
cell type,count,share of area
a22oi_1,1,0.0078
ha_1,3,0.039
nand2b_1,3,0.020
o21ai_0,3,0.016
nor3_1,3,0.016
a21oi_1,4,0.021
dfrtp_1,20,0.52
a21oi_2,4,0.037
nand2_1,3,0.012
or4_1,2,0.016
inv_1,3,0.012
a22o_1,1,0.0091
nor3b_1,1,0.0078
nand3_1,3,0.016
and3_1,1,0.0065
or3_1,2,0.013
nor2_1,2,0.0078
o2111ai_1,1,0.0091
buf_2,2,0.010
xor2_1,7,0.064
o211ai_1,3,0.023
or3b_1,1,0.0091
buf_6,2,0.023
or4b_1,1,0.010
and4_1,1,0.0091
nand3b_1,2,0.016
xnor2_1,1,0.0091
nor3_4,1,0.017
nor4_4,1,0.022
-- flip-flops by register name, summed over array words and instances (netlist names) --
name	count
db_a	1
db_a_d	1
count	8
db_b	1
occupancy	8
db_b_d	1
-- cell type report --
| type | instances | area share |
|---|---|---|
| sequential | 20 | 0.426 |
| multi-input combinational | 55 | 0.353 |
| timing repair buffer | 11 | 0.0938 |
| tap | 77 | 0.0821 |
| clock buffer | 3 | 0.0352 |
| inverter | 3 | 0.00959 |
-- worst paths after layout --
check / from / to / slack (ns) / cells after the start
setup / recovery: count[0] / count[7] / 1.76 / 7
hold / removal: db_b / db_b_d / 0.42 / 0
setup reg to reg: count[0] / count[7] / 1.76 / 7
hold reg to reg: db_b / db_b_d / 0.42 / 0
max in group asynchronous: reset / occupancy[3] / 2.52 / 2
min in group asynchronous: reset / occupancy[7] / 0.99 / 2
-- logic make-up after synthesis --
group / after synthesis / synth area share
XOR/XNOR: 8 / 0.0731
AND/OR/NAND/NOR: 27 / 0.197
buffers and inverters: 7 / 0.0457
AND-OR/OR-AND: 17 / 0.123
flip-flops: 20 / 0.522
adder cells (fa/ha/maj): 3 / 0.0392
-- power by group --
| part | leakage, nW | switching (mW) | total, mW | internal (mW) |
|---|---|---|---|---|
| logic | 0.199 | 0.0907 | 0.232 | 0.141 |
| clock network | 0.0216 | 0.0605 | 0.127 | 0.0669 |
| registers | 0.239 | 0.101 | 0.386 | 0.285 |
-- worst max-delay path, stage by stage, from the launching register on --
cell	delay, ns
dfrtp_1	0.45
inv_1	0.13
ha_1	0.14
nor3b_1	0.32
a21oi_2	0.23
or4b_1	0.58
a21oi_2	0.15
xor2_1	0.15
-- layer usage --
layer / up-vias / share of wire / GRT usage
met4: 0 / 0 / 0.00325
li1: 315 / - / -
met5: - / 0 / 0
met3: 0 / 0.070 / 0.0143
met2: 13 / 0.44 / 0.0514
met1: 305 / 0.49 / 0.0540
Power and IR drop assume default switching activity.
